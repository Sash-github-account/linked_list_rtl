===== design/flow/config.mk =====
export PLATFORM = sky130hd
export DESIGN_NAME = generic_fifo
export DESIGN_NICKNAME = generic_fifo
export VERILOG_FILES = /design/flow/design.v
export SDC_FILE = /design/flow/constraint.sdc
export NUM_CORES = 4
export LEC_CHECK = 1
export CORE_UTILIZATION = 30

===== design/flow/run.sh =====
#!/bin/bash
# OpenROAD 26Q1-2900-gdf79404cd8, Yosys 0.63+post, stock flow scripts
make -C /OpenROAD-flow-scripts/flow DESIGN_CONFIG=/design/flow/config.mk WORK_HOME=/design/flow/orfs finish

===== design/flow/design.v =====
parameter MAINOP_SIZE = 4;
parameter SPECIFIER_SIZE = 4;
parameter DATAMEM_DEPTH = 16;
parameter NXTPTR_MEM_DEPTH = DATAMEM_DEPTH;
parameter NXTPTR_ADDR_WIDTH = $clog2(NXTPTR_MEM_DEPTH);
parameter NODENUM_WIDTH = $clog2(NXTPTR_MEM_DEPTH);
parameter DATA_WIDTH = 8;
parameter DATAMEM_ADDR_WIDTH = $clog2(DATAMEM_DEPTH);
parameter HEADPTR_MEM_DEPTH = 4;
parameter MAX_NUM_LL = HEADPTR_MEM_DEPTH;
parameter NUM_LL_WIDTH = $clog2(HEADPTR_MEM_DEPTH);
parameter HEADPTR_ADDR_WIDTH = $clog2(HEADPTR_MEM_DEPTH);
parameter NXTPTR_MEM_WIDTH = $clog2(NXTPTR_MEM_DEPTH);
parameter DATAMEM_WIDTH = DATA_WIDTH;
parameter HEADPTR_WIDTH = $clog2(DATAMEM_DEPTH);
parameter PTR_WD = NXTPTR_MEM_WIDTH;
parameter INST_SIZE = 4 + 4 + HEADPTR_ADDR_WIDTH + NODENUM_WIDTH + DATA_WIDTH;
parameter ROM_DATA_WIDTH = 8;
parameter ROM_ADDR_WIDTH = 15;
parameter INST_SIZE_MOD_ROM_DATA_WIDTH = INST_SIZE%ROM_DATA_WIDTH;
parameter ADD_ONE = (INST_SIZE_MOD_ROM_DATA_WIDTH > 0) ? 1 : 0;
parameter NUM_OF_ROM_FIFO_RD_PER_INST = (INST_SIZE/ROM_DATA_WIDTH) + ADD_ONE;
parameter FIFO_DATA_WIDTH = 8;
parameter NUM_VLD_ROM_DATA = 42;
typedef enum logic[MAINOP_SIZE-1:0]{
			NO_OP,  
			CONFIG_HDPTR,  
			READ_LL_REGS,  
			INSERT, 
			DELETE, 
			UPDATE, 
			READ_NODE, 
			POP, 
			EMPTY_LL 
			} t_mainop_types;
typedef enum logic[SPECIFIER_SIZE-1:0]{
			NONE, 
			AT_HEAD, 
			ALL_LIST, 
			SET_NUM_LL, 
			NO_NODES_LL, 
			AT_TAIL, 
			SPEC_LIST, 
			SET_HDPTR, 
			AT_NODE_NUM, 
			DEL_LL 
			} t_specifier_types;
typedef enum logic[2:0]{
			CFG_RESP,
			OP_DONE,
			RD_NODE_DATA,
			ERROR
			} t_response_types;
typedef enum logic[2:0]{
			OTHER,
			INS_LL_EMPTY,
			DEL_LL_EMPTY,
			POP_LL_EMPTY,
			EMPTY_LL_EMPTY,
			ILL_REQ_TYPE,
			REQ_WHEN_BUSY
			} t_err_types;
module generic_fifo#(
							parameter FIFO_DATA_WIDTH = 8,
							parameter FIFO_DEPTH = 16
							)(
							input logic 							  clk,
							input logic 							  reset_n,
							input logic [FIFO_DATA_WIDTH-1:0]  fifo_data_in,
							input logic 							  fifo_data_push,
							input logic 							  fifo_data_pop,
							output logic [FIFO_DATA_WIDTH-1:0] fifo_data_out,
							output logic							  fifo_data_out_vld,
							output logic							  fifo_full,
							output logic							  fifo_empty
							);
localparam FIFO_PTR_WIDTH = $clog2(FIFO_DEPTH);
logic [FIFO_DATA_WIDTH -1:0]  fifo_array [0:FIFO_DEPTH-1];
logic [FIFO_PTR_WIDTH-1:0] 	rd_ptr;
logic [FIFO_PTR_WIDTH-1:0]		wr_ptr;
logic									upd_wr_ptr;
logic									upd_rd_ptr;
assign fifo_data_out_vld = !fifo_empty;
assign fifo_data_out = fifo_array[rd_ptr];
assign fifo_full = ((wr_ptr + 1) == rd_ptr) ? 1'b1 : 1'b0;
assign fifo_empty = (wr_ptr == rd_ptr) ? 1'b1 : 1'b0;
assign upd_wr_ptr = fifo_data_push & !fifo_full;
assign upd_rd_ptr = fifo_data_pop & !fifo_empty;
always_ff@(posedge clk) begin
	if(!reset_n) begin
		rd_ptr <= 0;
		wr_ptr <= 0;
		for(int i = 0; i < FIFO_DEPTH; i++) begin
			fifo_array[i] <= 0;
		end
	end
	else begin
		if(upd_wr_ptr & !upd_rd_ptr) begin
			fifo_array[wr_ptr] <= fifo_data_in;
			wr_ptr <= wr_ptr + 1;
			if(wr_ptr == FIFO_DEPTH - 1) wr_ptr <= 0;
		end
		else if(upd_rd_ptr & !upd_wr_ptr) begin
			rd_ptr <= rd_ptr + 1;
			if(rd_ptr == FIFO_DEPTH - 1) rd_ptr <= 0;
		end
		else if(upd_rd_ptr & upd_wr_ptr) begin
			wr_ptr <= wr_ptr;
			rd_ptr <= rd_ptr;
		end
	end
end
endmodule  

===== design/flow/constraint.sdc =====
current_design generic_fifo

set clk_period 6.2
set clk_io_pct 0.2

create_clock -name clk0 -period $clk_period [get_ports {clk}]

set non_clock_inputs [all_inputs -no_clocks]
set_input_delay [expr $clk_period * $clk_io_pct] -clock clk0 $non_clock_inputs
set_output_delay [expr $clk_period * $clk_io_pct] -clock clk0 [all_outputs]

==> impl_metrics.tcl <==
# metrics dict for downstream scripts
set metrics [dict create \
    power.share.sequential_pct 41.5 \
    clk_latency_ps 410 \
    antenna_found_initial 1 \
    routed_wl_mm 15.6 \
    ir_drop_v 0.000263 \
    p_sw_share_pct 26.6 \
    die_y_um 147 \
    slew_violations 0 \
    p_int_w 0.00201 \
    ys.flops 140 \
    status "finished, final reports clean" \
    wl_per_cell_um 19.9 \
    worstPathMaxFanout 32 \
    mux_share_pct 15.0 \
    grt_pass1_vias 4118 \
    synthAoiAreaFrac_pct 2.96 \
    die_x_um 147 \
    cts_sinks 140 \
    drive_gt1_share_pct 19.6 \
    yosysTopAreaCell "edfxtp_1" \
    ant_nets 0 \
    rsz0062_at_grt "false" \
    numPortBuffers 22 \
    clock_skew_ps 5.43 \
    core_sq_um 20500 \
    yosys-top-cells-count "nor2_1 (129), edfxtp_1 (128), nand2_1 (50)" \
    xor_share_pct 0.829 \
    hold_buffers 0 \
    worst_path_max_delay_cell "mux4_2" \
    syn_inst 465 \
    ys_warn_count 1 \
    dp_hpwl_mm 9.46 \
    ys_cells 465 \
    top_area_share_pct 60.6 \
    synth_async_sr_flop_share_pct 0 \
    p_sw_w 0.000730 \
    p_clk_share_pct 36.4 \
    num_antenna_cells 0 \
    htreeDepth 4 \
    flop_cell "edfxtp_1" \
    finalCritPeriodShare_pct 66.0 \
    chip_area_sq_um 21700 \
    clock-root-buffer "clkbuf_16" \
    rows 52 \
    max_freq_mhz 245 \
    top_logic_kind "multiplexers" \
    ys_area_sq_um 6340 \
    synth_cell_type_count 36 \
    crit_type "flop to primary output" \
    path_buffers 2 \
    fa_ha_area_share_pct 0.987 \
    edf_count 128 \
    cts-resized-gates 0 \
    gp_congestion 0.842 \
    syn_to_final_growth_pct 18.9 \
    setup_violations 0 \
    grt_max_degree 34 \
    cts_setup_buffers 0 \
    finalHoldViolCount 0 \
    grt_pass1_wl_mm 23.8 \
    cts_tree "built" \
    clkSlewWorstSetupHoldPaths_ps 60 \
    netlist_top_cells_area "edfxtp_1 (61%), mux4_2 (14%), nor2_1 (7.6%)" \
    powerDensity_nw_per_um2 364 \
    cp_common_cell "mux4_2" \
    cts.path.max_buffers 2 \
    p_total_w 0.00274 \
    p_leak_nw 2.51 \
    cts_buffers 17 \
    route.detailed.drc 0 \
    setup_tns_ps 0 \
    min_path_type "flop to flop" \
    fp_util_pct 30.9 \
    max-slew-margin-rel_pct 44.6 \
    share_comb_of_total_power_pct 22.2 \
    slowest_delay_ps 610 \
    ios 23 \
    ys_seq_share_pct 64.4 \
    maxCapViolations 0 \
    period_minus_slack_ps 4090 \
    simple_gate_share_pct 13.2 \
    drt_iter0_markers 211 \
    top_cell "nor2_1" \
    cp_cell_sequence "buf_4 -> mux4_2 -> mux4_2 -> clkdlybuf4s50_1" \
    firstDrtPassIters 5 \
    endpoint_kind "primary output" \
    tightest_slew_ps 829 \
    cp.required_ps 4960 \
    grtUsageTotal_pct 16.0 \
    crit_arrival_ps 2850 \
    netlist_area_sq_um 6340 \
    vias 3968 \
    warnings 28 \
    critical_path.top_delay_family "multiplexers" \
    via_per_inst 5.05 \
    grt-ovfl-total 0 \
    syn_avg_cell_area_sq_um 13.6 \
    cp-start-kind "flop" \
]
## logic make-up after synthesis
| kind of cell | after synthesis |
|---|---|
| buffers and inverters | 35 |
| and+or+nand+nor | 207 |
| DFF | 140 |
| xor gates and xnor gates | 6 |
| AOI/OAI and AO/OA | 27 |
| adders and majority gates | 5 |
| muxes | 45 |
## area by class of cell
| cell class | count | area [sq um] |
|---|---|---|
| fill | 1881 | 13000 |
| sequential | 140 | 4090 |
| multi-input combinational | 290 | 2090 |
| clock buffer | 18 | 429 |
| timing repair buffer | 48 | 415 |
| tap | 270 | 338 |
| clock inverter | 14 | 156 |
| inverter | 5 | 18.8 |
## path summary, 6_finish.rpt
kind         slack [ps]  cells past startpoint       from           endpoint
max                2110                      4       flop   fifo_data_out[7]
min reg2reg         570                      2  rd_ptr[2]          rd_ptr[2]
max reg2reg        2910                      6  wr_ptr[2]  fifo_array[14][6]
min                 570                      2  rd_ptr[2]          rd_ptr[2]
## placed cells by master, fill, tap and decap left out, drive strengths merged, types with 2 or more instances in the layout
cell type	count
nor2	129
edfxtp	128
nand2	50
mux4	40
buf	26
clkdlybuf4s50	22
clkbuf	18
o21ai	16
dfxtp	12
inv	12
nand3	9
xor2	5
ha	5
and2	4
mux2i	4
nand2b	4
o31ai	3
clkinv	3
nand3b	2
nand4	2
nor2b	2
bufinv	2
clkinvlp	2
## registers in the layout, indices dropped and copies added (netlist names), named ones only
signal,count
wr_ptr,4
rd_ptr,4
fifo_array,128
## stage by stage
step / cells / worst slack [ps] / util, % / cell area, sq um / hold WS, ps
2_1_floorplan: 465 / 3040 / - / 6340 / 501
3_3_place_gp: 753 / 2490 / 33.9 / 6950 / 558
3_5_place_dp: 753 / 2470 / 33.9 / 6950 / 547
4_1_cts: 785 / 2030 / 36.8 / 7540 / 569
5_1_grt: 785 / 1950 / 36.8 / 7540 / 601
6_report: 785 / 2110 / 36.8 / 7540 / 566
## power groups by stage
stage         clock network [W]  logic [W]  registers, W
finish                 0.000996   0.000607       0.00114
global route            0.00105   0.000662       0.00114
CTS                     0.00101   0.000619       0.00114
## tightest hold or removal path: stages (launching register included)
cell	delay, ps
dfxtp_1	350
o21ai_0	90
a21oi_1	80
## per-layer routing
| layer | global-route usage (%) | vias to the layer above | routed length (um) |
|---|---|---|---|
| met5 | 1.82 | - | 64 |
| met4 | 2.63 | 4 | 261 |
| met1 | 20.2 | 1914 | 5700 |
| met3 | 10.9 | 22 | 2480 |
| li1 | - | 1779 | - |
| met2 | 23.5 | 249 | 7140 |
Power and IR drop assume default switching activity.
