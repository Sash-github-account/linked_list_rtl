[flow/config.mk]
export PLATFORM = sky130hd
export DESIGN_NAME = rom_dma_ctrl
export DESIGN_NICKNAME = rom_dma_ctrl
export VERILOG_FILES = /design/flow/design.v
export SDC_FILE = /design/flow/constraint.sdc
export NUM_CORES = 4
export LEC_CHECK = 1
export CORE_UTILIZATION = 40
[flow/design.v]
parameter MAINOP_SIZE = 4;
parameter SPECIFIER_SIZE = 4;
parameter DATAMEM_DEPTH = 16;
parameter NXTPTR_MEM_DEPTH = DATAMEM_DEPTH;
parameter NXTPTR_ADDR_WIDTH = $clog2(NXTPTR_MEM_DEPTH);
parameter NODENUM_WIDTH = $clog2(NXTPTR_MEM_DEPTH);
parameter DATA_WIDTH = 8;
parameter DATAMEM_ADDR_WIDTH = $clog2(DATAMEM_DEPTH);
parameter HEADPTR_MEM_DEPTH = 4;
parameter MAX_NUM_LL = HEADPTR_MEM_DEPTH;
parameter NUM_LL_WIDTH = $clog2(HEADPTR_MEM_DEPTH);
parameter HEADPTR_ADDR_WIDTH = $clog2(HEADPTR_MEM_DEPTH);
parameter NXTPTR_MEM_WIDTH = $clog2(NXTPTR_MEM_DEPTH);
parameter DATAMEM_WIDTH = DATA_WIDTH;
parameter HEADPTR_WIDTH = $clog2(DATAMEM_DEPTH);
parameter PTR_WD = NXTPTR_MEM_WIDTH;
parameter INST_SIZE = 4 + 4 + HEADPTR_ADDR_WIDTH + NODENUM_WIDTH + DATA_WIDTH;
parameter ROM_DATA_WIDTH = 8;
parameter ROM_ADDR_WIDTH = 15;
parameter INST_SIZE_MOD_ROM_DATA_WIDTH = INST_SIZE%ROM_DATA_WIDTH;
parameter ADD_ONE = (INST_SIZE_MOD_ROM_DATA_WIDTH > 0) ? 1 : 0;
parameter NUM_OF_ROM_FIFO_RD_PER_INST = (INST_SIZE/ROM_DATA_WIDTH) + ADD_ONE;
parameter FIFO_DATA_WIDTH = 8;
parameter NUM_VLD_ROM_DATA = 42;
typedef enum logic[MAINOP_SIZE-1:0]{
			NO_OP,  
			CONFIG_HDPTR,  
			READ_LL_REGS,  
			INSERT, 
			DELETE, 
			UPDATE, 
			READ_NODE, 
			POP, 
			EMPTY_LL 
			} t_mainop_types;
typedef enum logic[SPECIFIER_SIZE-1:0]{
			NONE, 
			AT_HEAD, 
			ALL_LIST, 
			SET_NUM_LL, 
			NO_NODES_LL, 
			AT_TAIL, 
			SPEC_LIST, 
			SET_HDPTR, 
			AT_NODE_NUM, 
			DEL_LL 
			} t_specifier_types;
typedef enum logic[2:0]{
			CFG_RESP,
			OP_DONE,
			RD_NODE_DATA,
			ERROR
			} t_response_types;
typedef enum logic[2:0]{
			OTHER,
			INS_LL_EMPTY,
			DEL_LL_EMPTY,
			POP_LL_EMPTY,
			EMPTY_LL_EMPTY,
			ILL_REQ_TYPE,
			REQ_WHEN_BUSY
			} t_err_types;
module rom_dma_ctrl(
								input logic 								clk,
								input logic 								reset_n,
								output logic [FIFO_DATA_WIDTH-1:0] 	rom_data_fifo_fifo_data_in,
								output logic 							  	rom_data_fifo_fifo_data_push,
								input 									  	rom_data_fifo_fifo_full,
								input									  	  	rom_data_fifo_fifo_empty,
								output logic [ROM_ADDR_WIDTH-1:0]	rom_rd_addr,
								output logic 								CE_bar,
								output logic								OE_bar,
								output logic								WE_bar,
								input logic [ROM_DATA_WIDTH-1:0]		rom_rd_data,
								input logic									start_rd,
								input logic									cfg_ready,
								input logic [ROM_ADDR_WIDTH-1:0]		cfg_dma_base_addr,
								input logic [ROM_ADDR_WIDTH-1:0]		cfg_dma_num_bytes,
								output logic								batch_dma_done
								);
localparam  CYC_FOR_STABILIZATION = 8;
localparam  STABILIZATION_CNTR_WIDTH = $clog2(CYC_FOR_STABILIZATION);
typedef enum logic[2:0]{
		IDLE,
		READ_SEQ_START,
		FIFO_PUSH
} t_rom_dma_states;
t_rom_dma_states 														rom_dma_cur_st;
t_rom_dma_states 														rom_dma_nxt_st;
logic [ROM_ADDR_WIDTH-1:0] 										addr_cntr_int;
logic [ROM_ADDR_WIDTH-1:0] 										addr_cntr_int_plus1;
logic 																	wait_for_rd_data_stabilization;
logic	[STABILIZATION_CNTR_WIDTH-1:0]							stabilization_cntr;
logic	[STABILIZATION_CNTR_WIDTH-1:0]							stabilization_cntr_plus1;
logic [ROM_DATA_WIDTH-1:0]											rom_rd_data_in;
logic [ROM_ADDR_WIDTH-1:0]											cfg_dma_base_addr_int;
assign stabilization_cntr_plus1 = stabilization_cntr + 1;
assign rd_data_stbl = (stabilization_cntr == 7) ? 1: 0;
always_ff@(posedge clk) begin
	if(!reset_n) begin
		stabilization_cntr <= 0;
	end
	else begin
		if(wait_for_rd_data_stabilization ) stabilization_cntr <= stabilization_cntr_plus1;
		else if(rom_dma_cur_st == IDLE)														  stabilization_cntr <= 0;
		else																stabilization_cntr <= stabilization_cntr;
	end
end
always_ff@(posedge clk) begin
	if(!reset_n) begin
		rom_rd_data_in <= 0;
	end
	else begin
		if(rd_data_stbl) 								rom_rd_data_in <= rom_rd_data;
		else if(rom_dma_cur_st == IDLE) 			rom_rd_data_in <= 0;
		else				  								rom_rd_data_in <= rom_rd_data_in;
	end
end
assign addr_cntr_int_plus1 = addr_cntr_int + 1;
assign batch_dma_done = (addr_cntr_int == cfg_dma_num_bytes);
always_ff@(posedge clk) begin
	if(!reset_n) begin
		addr_cntr_int <= 0;
		cfg_dma_base_addr_int <= 0;
	end
	else begin
		if(!start_rd & !cfg_ready) begin
			addr_cntr_int <= 0;
			cfg_dma_base_addr_int <= cfg_dma_base_addr;
		end
		else if(rom_data_fifo_fifo_data_push == 1) begin
			addr_cntr_int <= addr_cntr_int_plus1;
			cfg_dma_base_addr_int <= cfg_dma_base_addr_int;
		end
		else begin
			addr_cntr_int <= addr_cntr_int;
			cfg_dma_base_addr_int <= cfg_dma_base_addr_int;
		end
	end
end
always_ff@(posedge clk) begin
	if(!reset_n) begin
		rom_dma_cur_st <= IDLE;
	end
	else begin
		rom_dma_cur_st <= rom_dma_nxt_st;
	end
end
always@(*) begin
	rom_dma_nxt_st = rom_dma_cur_st;
	CE_bar = 1;
	OE_bar = 1;
	WE_bar = 1;
	rom_rd_addr = 0;
	rom_data_fifo_fifo_data_in = 0;
	rom_data_fifo_fifo_data_push = 0;
	wait_for_rd_data_stabilization = 0;
	case(rom_dma_cur_st)
		IDLE: begin
          if(start_rd & cfg_ready & !batch_dma_done) rom_dma_nxt_st = READ_SEQ_START;
		end
		READ_SEQ_START: begin
			CE_bar = 0;
			OE_bar = 0;
			WE_bar = 1;
			rom_rd_addr = addr_cntr_int + cfg_dma_base_addr_int;
			wait_for_rd_data_stabilization = 1;
			if(rd_data_stbl) rom_dma_nxt_st = FIFO_PUSH;
		end
		FIFO_PUSH: begin
			if(!rom_data_fifo_fifo_full) begin
				rom_data_fifo_fifo_data_in = rom_rd_data_in;
				rom_data_fifo_fifo_data_push = 1;
				rom_dma_nxt_st = IDLE;
			end
			else begin
				rom_data_fifo_fifo_data_in = rom_rd_data_in;
				rom_data_fifo_fifo_data_push = 0;
				rom_dma_nxt_st = FIFO_PUSH;			
			end
		end
		default: begin
			rom_dma_nxt_st = IDLE;
		end
	endcase
end
endmodule  
[flow/run.sh]
#!/bin/bash
# OpenROAD 26Q1-2900-gdf79404cd8, Yosys 0.63+post, stock flow scripts
make -C /OpenROAD-flow-scripts/flow DESIGN_CONFIG=/design/flow/config.mk WORK_HOME=/design/flow/orfs finish
[flow/constraint.sdc]
current_design rom_dma_ctrl

set clk_period 10.3
set clk_io_pct 0.2

create_clock -name clk0 -period $clk_period [get_ports {clk}]

set non_clock_inputs [all_inputs -no_clocks]
set_input_delay [expr $clk_period * $clk_io_pct] -clock clk0 $non_clock_inputs
set_output_delay [expr $clk_period * $clk_io_pct] -clock clk0 [all_outputs]
==> impl_metrics.sql <==
-- physical implementation figures
INSERT INTO impl_metrics (metric_group, metric, value, unit) VALUES
('die', 'floorplanUtilization', '42.5', '%'),
('clock_tree', 'post_cts_hold_buffer_count', '0', ''),
('power_and_ir_drop', 'p_leak', '1.40', 'nW'),
('grt', 'global_route_congestion_overflow_total', '0', ''),
('grt', 'grt_first_pass_wirelength', '11100', 'um'),
('die', 'die_w', '85.1', 'um'),
('die', 'i_o_pin_cnt', '72', ''),
('synthesis', 'postSynth.asyncResetShare', '0', '%'),
('routing', 'initialDrtViolationCount', '64', ''),
('power_and_ir_drop', 'power.density_cell_area', '99.8', 'nW/um2'),
('grt', 'antenna_found_initial', '0', ''),
('die', 'floorplan.die.height', '85.1', 'um'),
('sta', 'tightest_slew', '642', 'ps'),
('power_and_ir_drop', 'net-switching-power', '0.0000829', 'W'),
('power_and_ir_drop', 'p_total', '0.000361', 'W'),
('setup_path', 'worstPathRequired', '8240', 'ps'),
('synthesis', 'synth.distinct_cells', '45', ''),
('grt', 'grt_util_all_layers', '19.6', '%'),
('setup_path', 'regToRegSetupSlack', '8630', 'ps'),
('power_and_ir_drop', 'sequentialPowerShare', '49.1', '%'),
('flow_run', 'total_tool_warning_count', '26', ''),
('power_and_ir_drop', 'vdd_ir_drop_max', '0.0000528', 'V'),
('routing', 'route.detailed.wl_per_inst', '13.9', 'um'),
('routing', 'met3_wirelength', '224', 'um'),
('sta', 'clock.fmax', '172', 'MHz'),
('grt', 'grt_max_degree', '32', ''),
('clock_tree', 'cts_num_sinks', '44', ''),
('synthesis', 'largest_area_cell', 'sky130_fd_sc_hd__dfxtp_1', ''),
('sta', 'timing.final.crit_period', '5820', 'ps'),
('placed_design', 'port_buffers', '69', ''),
('grt', 'grt_pass1_vias', '2264', ''),
('setup_path', 'largest_fanout_of_any_net_on_the_critical_path', '2', ''),
('placed_design', 'gpl.final_weighted_congestion', '0.878', ''),
('flow_run', 'timing.max_cap.violations', '0', ''),
('synthesis', 'yosysCellCount', '341', ''),
('setup_path', 'critical_path_arrival', '3760', 'ps'),
('finish', 'layout-drive-gt1-share', '3.95', '%'),
('worst_hold_path', 'hold_path_end', 'cfg_dma_base_addr_int[2]', ''),
('routing', 'route.detailed.drc', '0', ''),
('routing', 'detailed_route_via_count', '2471', ''),
('clock_tree', 'cts_made_buffers', '5', ''),
('synthesis', 'synthesis.area', '2760', 'um2'),
('placed_design', 'placed_cells_incl_taps', '474', ''),
('clock_tree', 'cts.path.max_buffers', '2', ''),
('routing', 'detail_route.wirelength.met1', '3340', 'um'),
('synthesis', 'synth_cells', '341', ''),
('worst_hold_path', 'hold-path-cell-count', '2', ''),
('synthesis', 'post_synth.cell_area_avg', '8.09', 'um2'),
('outcome', 'result_of_the_run', 'complete, no violations', ''),
('power_and_ir_drop', 'share_clk_of_total_power', '39.0', '%'),
('synthesis', 'dominantRegCellSynth', 'sky130_fd_sc_hd__dfxtp_1', ''),
('power_and_ir_drop', 'power.switching_fraction', '22.9', '%'),
('synthesis', 'edf_count', '0', ''),
('synthesis', 'yosysSeqAreaShare', '31.9', '%'),
('sta', 'final.setup_skew', '7.20', 'ps'),
('clock_tree', 'insertion_delay', '300', 'ps'),
('placed_design', 'dp_hpwl', '4950', 'um'),
('setup_path', 'endpoint_kind', 'primary output', ''),
('power_and_ir_drop', 'internal_power', '0.000278', 'W'),
('routing', 'vias_per_cell', '5.13', ''),
('setup_path', 'worst_setup_sp_type', 'input port', ''),
('worst_hold_path', 'worstHoldPathType', 'flop to flop', ''),
('sta', 'timing.hold.ws', '472', 'ps'),
('clock_tree', 'cts_root_buffer', 'sky130_fd_sc_hd__clkbuf_8', ''),
('routing', 'totalWireLength', '6710', 'um'),
('finish', 'area_growth_syn_to_layout', '31.2', '%'),
('clock_tree', 'clkTransAtPathRegs', '90', 'ps'),
('synthesis', 'synthDominantCellAreaShare', '31.9', '%'),
('synthesis', 'synthesis.yosys.warnings', '2', ''),
('clock_tree', 'htree_num_levels', '2', ''),
('synthesis', 'top_cells_by_area', 'sky130_fd_sc_hd__dfxtp_1, sky130_fd_sc_hd__ha_1, sky130_fd_sc_hd__xor2_1, sky130_fd_sc_hd__nand2_1, sky130_fd_sc_hd__a21oi_1', '');
## worst max path at each step
stage,start,endpoint,slack (ps),cells past startpoint
CTS,cfg_dma_num_bytes[0],batch_dma_done,4510,5
global route,cfg_dma_num_bytes[8],batch_dma_done,4370,6
finish,cfg_dma_num_bytes[0],batch_dma_done,4480,5
## final cells by class
cell class	count	area [um2]
clock inverters	2	38.8
repair buffers	72	713
fillers	591	2880
well taps	77	96.3
flip-flops and latches	44	881
clock buffers	6	82.6
multi-input cells	275	1780
inverters	6	22.5
## power by group through the flow
stage         combinational [W]  sequential (W)  clock [W]
CTS                   0.0000433        0.000178   0.000146
finish                0.0000428        0.000177   0.000141
global route          0.0000474        0.000178   0.000153
## critical path, stage by stage
cell                              delay, ps
sky130_fd_sc_hd__clkdlybuf4s50_1        410
sky130_fd_sc_hd__xor2_1                 160
sky130_fd_sc_hd__nor4_1                 440
sky130_fd_sc_hd__and3_1                 230
sky130_fd_sc_hd__clkdlybuf4s50_1        450
## cells by family (layout without fill, tap and decap cells)
| kind of cell | count (synthesis) | count (layout) | share of synthesized area, % |
|---|---|---|---|
| DFF | 44 | 44 | 31.9 |
| and+or+nand+nor | 146 | 146 | 26.8 |
| AOI/OAI and AO/OA | 73 | 73 | 17.4 |
| xor gates and xnor gates | 34 | 34 | 10.8 |
| buffers and inverters | 22 | 86 | 3.40 |
| adders and majority gates | 18 | 18 | 8.44 |
| muxes | 3 | 3 | 1.09 |
| other | 1 | 1 | 0.136 |
## stage by stage
step           utilization (%)  cell area (um2)  worst slack [ps]
2_1_floorplan                -             2760              5590
3_3_place_gp              53.8             3500              4520
3_5_place_dp              53.8             3500              4510
4_1_cts                   55.7             3620              4510
5_1_grt                   55.7             3620              4370
6_report                  55.7             3620              4480
## flip-flops by register name (all words and copies together), names as in the netlist
name / cells
addr_cntr_int: 15
cfg_dma_base_addr_int: 15
rom_dma_cur_st: 3
rom_rd_data_in: 8
stabilization_cntr: 3
## per-layer routing
layer  vias to the layer above  GRT usage, %
met2                        49          31.6
met1                      1110          30.1
li1                       1307             -
met5                         -             0
met4                         0          2.16
met3                         5          2.17
## cell usage in the layout, fill, tap and decap left out, types with 4 or more instances in the layout
| cell | count |
|---|---|
| sky130_fd_sc_hd__a21boi_0 | 15 |
| sky130_fd_sc_hd__a21oi_1 | 26 |
| sky130_fd_sc_hd__and2_1 | 10 |
| sky130_fd_sc_hd__and3_1 | 10 |
| sky130_fd_sc_hd__clkbuf_8 | 6 |
| sky130_fd_sc_hd__clkdlybuf4s50_1 | 69 |
| sky130_fd_sc_hd__dfxtp_1 | 44 |
| sky130_fd_sc_hd__ha_1 | 17 |
| sky130_fd_sc_hd__inv_1 | 6 |
| sky130_fd_sc_hd__nand2_1 | 50 |
| sky130_fd_sc_hd__nand3_1 | 6 |
| sky130_fd_sc_hd__nand4_1 | 5 |
| sky130_fd_sc_hd__nor2_1 | 24 |
| sky130_fd_sc_hd__nor2b_1 | 15 |
| sky130_fd_sc_hd__nor3b_1 | 8 |
| sky130_fd_sc_hd__nor4_1 | 4 |
| sky130_fd_sc_hd__o21ai_0 | 13 |
| sky130_fd_sc_hd__or3_1 | 4 |
| sky130_fd_sc_hd__xnor2_1 | 12 |
| sky130_fd_sc_hd__xor2_1 | 22 |
Power and IR drop assume default switching activity.
