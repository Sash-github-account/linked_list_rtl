<file path="flow/design.v">
parameter MAINOP_SIZE = 4;
parameter SPECIFIER_SIZE = 4;
parameter DATAMEM_DEPTH = 16;
parameter NXTPTR_MEM_DEPTH = DATAMEM_DEPTH;
parameter NXTPTR_ADDR_WIDTH = $clog2(NXTPTR_MEM_DEPTH);
parameter NODENUM_WIDTH = $clog2(NXTPTR_MEM_DEPTH);
parameter DATA_WIDTH = 8;
parameter DATAMEM_ADDR_WIDTH = $clog2(DATAMEM_DEPTH);
parameter HEADPTR_MEM_DEPTH = 4;
parameter MAX_NUM_LL = HEADPTR_MEM_DEPTH;
parameter NUM_LL_WIDTH = $clog2(HEADPTR_MEM_DEPTH);
parameter HEADPTR_ADDR_WIDTH = $clog2(HEADPTR_MEM_DEPTH);
parameter NXTPTR_MEM_WIDTH = $clog2(NXTPTR_MEM_DEPTH);
parameter DATAMEM_WIDTH = DATA_WIDTH;
parameter HEADPTR_WIDTH = $clog2(DATAMEM_DEPTH);
parameter PTR_WD = NXTPTR_MEM_WIDTH;
parameter INST_SIZE = 4 + 4 + HEADPTR_ADDR_WIDTH + NODENUM_WIDTH + DATA_WIDTH;
parameter ROM_DATA_WIDTH = 8;
parameter ROM_ADDR_WIDTH = 15;
parameter INST_SIZE_MOD_ROM_DATA_WIDTH = INST_SIZE%ROM_DATA_WIDTH;
parameter ADD_ONE = (INST_SIZE_MOD_ROM_DATA_WIDTH > 0) ? 1 : 0;
parameter NUM_OF_ROM_FIFO_RD_PER_INST = (INST_SIZE/ROM_DATA_WIDTH) + ADD_ONE;
parameter FIFO_DATA_WIDTH = 8;
parameter NUM_VLD_ROM_DATA = 42;
typedef enum logic[MAINOP_SIZE-1:0]{
			NO_OP,  
			CONFIG_HDPTR,  
			READ_LL_REGS,  
			INSERT, 
			DELETE, 
			UPDATE, 
			READ_NODE, 
			POP, 
			EMPTY_LL 
			} t_mainop_types;
typedef enum logic[SPECIFIER_SIZE-1:0]{
			NONE, 
			AT_HEAD, 
			ALL_LIST, 
			SET_NUM_LL, 
			NO_NODES_LL, 
			AT_TAIL, 
			SPEC_LIST, 
			SET_HDPTR, 
			AT_NODE_NUM, 
			DEL_LL 
			} t_specifier_types;
typedef enum logic[2:0]{
			CFG_RESP,
			OP_DONE,
			RD_NODE_DATA,
			ERROR
			} t_response_types;
typedef enum logic[2:0]{
			OTHER,
			INS_LL_EMPTY,
			DEL_LL_EMPTY,
			POP_LL_EMPTY,
			EMPTY_LL_EMPTY,
			ILL_REQ_TYPE,
			REQ_WHEN_BUSY
			} t_err_types;
module heart_beat(
						input logic clk,
						input logic reset_n,
						output logic hb_pulse
						);
reg[31:0] cnt;
  assign hb_pulse = cnt[5];
always @(posedge clk) begin
	if(!reset_n) cnt  <= 0;
	else	cnt <= cnt + 1;  
end
endmodule  
</file>
<file path="flow/run.sh">
#!/bin/bash
# OpenROAD 26Q1-2900-gdf79404cd8, Yosys 0.63+post, stock flow scripts
make -C /OpenROAD-flow-scripts/flow DESIGN_CONFIG=/design/flow/config.mk WORK_HOME=/design/flow/orfs finish
</file>
<file path="flow/config.mk">
export PLATFORM = sky130hd
export DESIGN_NAME = heart_beat
export DESIGN_NICKNAME = heart_beat
export VERILOG_FILES = /design/flow/design.v
export SDC_FILE = /design/flow/constraint.sdc
export NUM_CORES = 4
export LEC_CHECK = 1
export CORE_AREA = 10 10 70 70
export DIE_AREA = 0 0 80 80
</file>
<file path="flow/constraint.sdc">
current_design heart_beat

set clk_period 1.5
set clk_io_pct 0.2

create_clock -name clk0 -period $clk_period [get_ports {clk}]

set non_clock_inputs [all_inputs -no_clocks]
set_input_delay [expr $clk_period * $clk_io_pct] -clock clk0 $non_clock_inputs
set_output_delay [expr $clk_period * $clk_io_pct] -clock clk0 [all_outputs]
</file>
==> impl_metrics.yaml <==
# generated from flow reports
route:
  wl_per_cell_um: 5.42
  drt_iter0_drc: 0
  drcViolationCount: 0
  num_vias: 155
  drt_pass1_iterations: 1
  antenna_left: 0
  drt-vias-per-instance: 2.12
  wirelength_um: 396
  num_antenna_cells: 0
yosys:
  yosysUniqueCellTypes: 12
  syn_area_um2: 235
  syn_inst: 22
  syn_area_per_cell_um2: 10.7
  yosysCellCount: 22
  ys.flops: 6
  yosys.stat.seqShare_pct: 51.1
  yosys_warnings: 1
  ys_chip_area_um2: 235
final_timing:
  grt_setup_unrepaired: "no"
  slew_headroom_pct: 85.9
  worst-slew-pin-transition_ns: 0.211
  setup_ws_ns: 0.153
  fin_hold_ws_ns: 0.469
  fmax_mhz: 742
  setup_violations: 0
  setup-tns-final_ns: 0
  min_period_ns: 1.35
  fin_skew_ns: 0.00647
  hold_violations: 0
  drv_slew: 0
  finalCritPeriodShare_pct: 89.8
worst_setup_path:
  cpPeakStageDelay_ns: 0.48
  arrival_ns: 1.05
  cpLargestDelayFamily: "buffers and inverters"
  reg2reg_to: "cnt[4]"
  cp-end-kind: "output port"
  crit_slowest_cell: "clkdlybuf4s50_1"
  path_max_fanout: 3
  start_kind: "register"
  r2r_slack_ns: 0.47
  r2r_cells: 4
  path_class: "reg -> out"
  cp.required_ns: 1.20
  path_cells: "clkdlybuf4s50_1"
  timing.rr.start: "cnt[0]"
  crit_buf_inv: 1
floorplanning:
  die_x_um: 80
  rows: 21
  num_io_pins: 3
  fp_util_pct: 6.89
  die_y_um: 80
  dieArea_um2: 6400
  core_um2: 3420
flow_run:
  warning_count: 25
  maxCapViolations: 0
grt:
  antenna_found_initial: 0
  grt_pass1_wl_um: 676
  grt_usage_pct: 1.42
  overflow: 0
  grt_max_degree: 8
  grt_pass1_vias: 159
clocking:
  cts-root-buf: "clkbuf_4"
  clock_latency_ns: 0.24
  cts_setup_buffers: 0
  cts_sinks: 6
  numCtsBuffers: 3
  cts-resized-gates: 0
  hold_buffers: 0
  cts_tree: "done"
  h-tree-depth: 1
  clk_path_buf_depth: 2
  clkTransAtPathRegs_ns: 0.04
final_layout:
  mostFrequentLayoutCell: "dfxtp_1"
  final_core_util_pct: 9.82
  drive_gt1_share_pct: 18.5
  regMostFlops: "cnt"
  area.growth.synth_to_final_pct: 42.6
  biggestRegsByFlops: "cnt x6"
  layout_top_cells: "6 x dfxtp_1, 4 x and2_1, 3 x clkbuf_4"
  largest_register_ffs: 6
power:
  power_uw: 328
  leakage_nw: 0.114
  power.density_nw_per_um2: 978
  vdd_ir_drop_max_mv: 0.203
place:
  routabilityCongestion: 0.603
  place_ws_ns: 0.312
  dpl.hpwl_um: 339
  io_buffers: 2
run_status:
  outcome: "finished clean"
min_path:
  hp-class: "reg -> reg"
  whs_endpoint: "cnt[0]"
  whs_path_depth: 1
  hp-start: "cnt[0]"
==> layer usage <==
metal	part of all wire [%]	track usage, %
met5	0	0
met2	56	2.25
met3	6.8	1.14
met4	3.0	1.06
met1	34	1.14
==> layout make-up <==
cell class,count,area (um2)
Clock buffer,3,22.5
Multi-Input combinational cell,16,115
Tap cell,46,57.6
Fill cell,406,3080
Sequential cell,6,120
Timing Repair Buffer,2,20.0
==> cell usage after synthesis <==
| cell type | instances | area [um2] |
|---|---|---|
| dfxtp_1 | 6 | 120 |
| nand3_2 | 1 | 10.0 |
| nor2_2 | 1 | 6.26 |
| nand3_1 | 1 | 5.00 |
| xor2_1 | 1 | 8.76 |
| and2_1 | 4 | 25.0 |
| nor2b_1 | 1 | 6.26 |
| nand2_1 | 2 | 7.51 |
| nand2b_1 | 1 | 6.26 |
| ha_1 | 1 | 12.5 |
| xnor2_1 | 2 | 17.5 |
| mux2i_1 | 1 | 10.0 |
==> power by group <==
group          switching, mW  internal (mW)  total, mW  leakage (nW)
Sequential           0.00555          0.167      0.173        0.0490
Clock                 0.0494         0.0899      0.139        0.0138
Combinational        0.00656        0.00922     0.0158        0.0511
Total                 0.0615          0.266      0.328         0.114
==> logic make-up (layout without fill, tap and decap cells) <==
logic type | after synthesis | in the layout | synth area share [%]
xor gates and xnor gates | 3 | 3 | 11.2
and+or+nand+nor | 11 | 11 | 28.2
buffers and inverters | 0 | 5 | 0
DFF | 6 | 6 | 51.1
adders and majority gates | 1 | 1 | 5.32
muxes | 1 | 1 | 4.26
==> worst max path at each step <==
stage / start / to / slack [ns] / depth (start not counted)
after global routing: cnt[5] / hb_pulse / 0.08 / 1
after CTS: cnt[5] / hb_pulse / 0.12 / 1
final: cnt[5] / hb_pulse / 0.15 / 1
==> metrics by stage <==
step,area [um2],instances
detailed placement,313,70
global placement,313,70
CTS,335,73
floorplan,235,22
finish,335,73
global route,335,73
Power figures rest on the tool's default switching activity, not on a simulated workload.
